==> ./design.v <==
`timescale 1ns / 1ps
module ALU1(
       input [7:0]a,b,
       input [3:0]com,
       input en,
       output [15:0]y
    );
    parameter 
              MOD = 4'b0000,
              ADD = 4'b0001,
              SUB = 4'b0010,
              MUL = 4'b0011,
              DIV = 4'b0100,
              INC = 4'b0101,
              DEC = 4'b0110,
              SHR = 4'b0111,
              SHL = 4'b0001,
              AND = 4'b1000,
              OR = 4'b1001,
              NOT = 4'b1010,
              XOR = 4'b1011,
              XNOR = 4'b1100,
              NAND = 4'b1101,
              NOR = 4'b1110,
              NEG = 4'b1111;
     reg [15:0]out;
     assign y=(en==1)? out :16'bz;
     always@(a,b,en,com)
     begin        
     case(com)
              MOD : out=a%b;
              ADD : out=a+b;
              SUB : out=a-b;
              MUL : out=a*b;
              DIV : out=a/b;
              INC : out=a+1;
              DEC : out=a-1;
              SHR : out=a>>1;
              SHL : out=a<<1;
              AND : out=a&b;
              OR  : out=a|b;
              NOT : out=!a;
              XOR : out=a^b;
              XNOR : out=~(a^b);
              NAND : out=~(a&b);
              NOR : out=~(a|b);
              NEG : out= ~a;
           endcase
           end
endmodule
==> ./run.sh <==
#!/bin/bash
# OpenROAD 26Q1-2900-gdf79404cd8, Yosys 0.63+post, stock flow scripts
make -C /OpenROAD-flow-scripts/flow DESIGN_CONFIG=/design/flow/config.mk WORK_HOME=/design/flow/orfs finish
==> ./config.mk <==
export PLATFORM = sky130hd
export DESIGN_NAME = ALU1
export DESIGN_NICKNAME = ALU1
export VERILOG_FILES = /design/flow/design.v
export SDC_FILE = /design/flow/constraint.sdc
export NUM_CORES = 4
export LEC_CHECK = 1
export CORE_UTILIZATION = 50
==> ./constraint.sdc <==
current_design ALU1

set clk_period 27.6
set clk_io_pct 0.2

create_clock -name clk0 -period $clk_period

set non_clock_inputs [all_inputs -no_clocks]
set_input_delay [expr $clk_period * $clk_io_pct] -clock clk0 $non_clock_inputs
set_output_delay [expr $clk_period * $clk_io_pct] -clock clk0 [all_outputs]
==> flow_summary_export.csv <==
group,metric,value,unit
placed_design,final_weighted_congestion_in_routability_driven_placement,0.981,
cells_and_area,post_route_cells_drive_above_1_share,0.408,
critical_path,critical_path_buf_inv_count,41,
sta,crit_share_post_route,1.34,
drt,finalWirelength,41200,um
synth,ys_chip_area,10100,sq um
grt,groute.layer.met1.usage,0.552,
critical_path,cell_seen_most_often_among_critical_path_stages,"sky130_fd_sc_hd__buf_4",
critical_path,worst_setup_path_end_kind,"output pin",
critical_path,crit_path_max_incr_delay,470,ps
run,tool_warnings,58,
drt,drcViolationCount,0,
cells_and_area,layout_top_cells,"sky130_fd_sc_hd__buf_4 (530), sky130_fd_sc_hd__ha_1 (146), sky130_fd_sc_hd__nor2_1 (143)",
grt,grt_pass1_vias,12150,
sta,drv_slew,0,
grt,groute.usage.overall,0.390,
die,die-area,20700,sq um
cells_and_area,final_layout_top_logic_cell,"sky130_fd_sc_hd__buf_4",
critical_path,critPathRequiredTime,22080,ps
sta,max_slew.worst_pin.slew,1200,ps
min_path,min_path_cells,8,
synth,yosys.area.top_type_share,0.214,
drt,antenna-diode-count,0,
min_path,worst_hold_startpoint,"b[0]",
synth,synth.top_cells.by_area,"sky130_fd_sc_hd__ha_1 (21%), sky130_fd_sc_hd__fa_1 (7.8%), sky130_fd_sc_hd__nor2_1 (6.1%)",
run,timing.max_cap.violations,0,
synth,synthesis.instances,1401,
synth,synth.yosys.num_cells,1401,
die,fp.coreArea,19600,sq um
sta,relSlewSlack,0.184,
grt,busiest_layer,"met2",
critical_path,critPathLaunchType,"input pin",
die,floorplan.initialDensity,0.514,
cells_and_area,mi_logic_area,10600,sq um
die,die_w,144,um
die,top_level_ports,37,
sta,final-setup-viol-count,16,
synth,ys_seq_share,0,
critical_path,worstSetupPathType,"input pin to output pin",
sta,rsz_0062_raised_after_global_routing,"true",
sta,clock.fmax,0.0271,GHz
min_path,min_path_type,"input pin to output pin",
drt,firstDrtPassIters,5,
critical_path,critical_path.top_delay_family,"AND-OR/OR-AND gates",
critical_path,critPathMaxFanout,7,
drt,avgRoutedWirePerCell,18.6,um
critical_path,setup.worst_path.start,"b[0]",
sta,report.final.hold_viol_count,0,
drt,initialDrtViolationCount,868,
drt,viasPerCell,5.90,
placed_design,dpl_cell_area,14100,sq um
grt,grt_util_met3,0.0441,
sta,layout_min_cycle_time,36930,ps
synth,post_synth_num_cell_types,102,
drt,route.vias.total,13033,
die,die_height,144,um
drt,postRouteAntennaNets,0,
cells_and_area,n_clock_buffer,0,
critical_path,worst_ep_arrival_time,31410,ps
cells_and_area,fill_cells,1239,
cells_and_area,sequential_cell_count_of_the_final_layout,0,
run_status,outcome,"complete, but fails checks",
grt,pin_count_of_the_biggest_net_entering_global_routing,35,
sta,worst_slack,-9330,ps
cells_and_area,design_area,15900,sq um
grt,number_of_antenna_violations_at_the_first_check_in_global_routing,0,
grt,met2_usage,0.623,
synth,syn-cell-area,10100,sq um
min_path,worst_hold_path.endpoint,"y[1]",
synth,synth_area_leader_cell,"sky130_fd_sc_hd__ha_1",
grt,grt_first_pass_wirelength,61700,um
critical_path,cell_at_the_slowest_stage_of_the_critical_path,"sky130_fd_sc_hd__o41a_1",
cells_and_area,layout-area-overhead-vs-synth,57.4,%
synth,ys.warnings.count,2,
die,std_cell_rows,51,
placed_design,io_buffers,36,
run_status,failed_checks,"setup timing",
cells_and_area,ff_latch_area,0,sq um
grt,grt.overflow.total,0,
placed_design,place_hpwl,28900,um
synth,syn_area_per_cell,7.19,sq um
layout make-up:
class                      instances  share of cell area
tap                              265              0.0209
timing repair buffer             583               0.284
inverter                         113              0.0272
multi-input combinational       1248               0.668
synth_stat cells, drive strengths merged (27+ instances only):
cell type,instances
a21o,27
a21oi,115
clkbuf,31
fa,39
ha,172
inv,110
nand2,127
nand3,30
nor2,164
nor3,59
o21a,36
o21ai,61
xnor2,46
xor2,30
metal layers:
| layer | vias up | wire (um) |
|---|---|---|
| li1 | 6232 | - |
| met1 | 6086 | 18400 |
| met2 | 597 | 18100 |
| met3 | 118 | 3200 |
| met4 | 0 | 1390 |
| met5 | - | 0 |
how the worst max path moves through the flow:
stage	to	depth (start not counted)
after CTS	y[15]	139
after global routing	y[3]	141
final	y[3]	147
worst min-delay path, delay by kind of cell:
kind            cells  cell delay (ps)
compound gates      2              170
fa+ha+maj           1              260
buf+inv             4              480
mux                 1              130
kinds of logic after synthesis:
logic type	count (synthesis)	synth area share
AOI/OAI and AO/OA	424	0.302
xor gates and xnor gates	76	0.0661
adders and majority gates	211	0.291
buffers and inverters	160	0.0673
muxes	40	0.0422
other	1	0.000372
and+or+nand+nor	489	0.231
what timing repair did:
action	CTS	global route
setup buffers	102	37
resized	146	75
pin swaps	77	92
endpoints found under the setup margin	16	16
hold buffers	0	0
gates cloned	1	0
stage by stage:
stage / utilization / setup slack [ps] / hold slack, ps / setup TNS, ps / std cells
5_1_grt: 0.809 / -10310 / 12110 / -162130 / 2209
3_5_place_dp: 0.722 / -9740 / 12430 / -153620 / 2077
2_1_floorplan: - / -8950 / 11280 / -140800 / 1408
3_3_place_gp: 0.722 / -9350 / 12430 / -147390 / 2077
6_report: 0.809 / -9330 / 12080 / -146870 / 2209
4_1_cts: 0.783 / -8290 / 12050 / -129200 / 2178
